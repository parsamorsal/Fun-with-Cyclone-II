==> flow/design.v <==
module HA(a,b,sum,carry);
	input a,b;
	output sum,carry;
	assign sum=a^b;
	assign carry=a&b;
endmodule
module FA(a,b,cin,sum,carry);
	input 	a, b, cin;
	output 	sum, carry;
	assign	sum = a ^ b ^ cin;
	assign 	carry = (a & b) | (a & cin) | (b & cin);
endmodule
module wallace_mul(output [15:0] product, input [7:0] x, y);
wire p [7:0][7:0];                   
wire [55:0] s ,c ;                  
genvar i,j;
generate
	for ( i = 0; i <= 7; i = i + 1) begin: loop1
		for ( j = 0; j <= 7; j = j + 1) begin: loop2
			assign p[j][i] = x[j] & y[i];
		end
	end
endgenerate
HA ha_11 ( .sum(s[0]), .carry(c[0]), .a(p[1][0]), .b( p[0][1]));  
FA fa_21 ( .sum(s[1]), .carry(c[1]), .a(p[2][0]), .b( p[1][1]), .cin( (c[0]) ) );
HA ha_21 ( .sum(s[2]), .carry(c[2]), .a(p[0][2]), .b( s[1]));                                               
FA fa_31 ( .sum(s[3]), .carry(c[3]), .a(p[3][0]), .b( p[2][1]), .cin( c[1]) );
FA fa_32 ( .sum(s[4]), .carry(c[4]), .a(p[1][2]), .b( s[3]), .cin( c[2]) );
HA ha_31 ( .sum(s[5]), .carry(c[5]), .a(p[0][3]), .b( s[4]));                                                
FA fa_41 ( .sum(s[6]), .carry(c[6]), .a(p[4][0]), .b( p[3][1]), .cin( c[3]) );
FA fa_42 ( .sum(s[7]), .carry(c[7]), .a(p[2][2]), .b(s[6]), .cin( c[4]) );
FA fa_43 ( .sum(s[8]), .carry(c[8]), .a(p[1][3]), .b(s[7]), .cin( c[5]) );
HA ha_41 ( .sum(s[9]), .carry(c[9]), .a(p[0][4]), .b( s[8]));                                              
FA fa_51 ( .sum(s[10]), .carry(c[10]), .a(p[5][0]), .b( p[4][1]), .cin( c[6]) );
FA fa_52 ( .sum(s[11]), .carry(c[11]), .a(p[3][2]), .b( s[10]), .cin( c[7]) );
FA fa_53 ( .sum(s[12]), .carry(c[12]), .a(p[2][3]), .b( s[11]), .cin( c[8]) );
FA fa_54 ( .sum(s[13]), .carry(c[13]), .a(p[1][4]), .b( s[12]), .cin( c[9]) );
HA ha_55 ( .sum(s[14]), .carry(c[14]),  .a(p[0][4]), .b( s[13]));                                      
FA fa_61 ( .sum(s[15]), .carry(c[15]), .a(p[6][0]), .b( p[5][1]), .cin( c[10]) );
FA fa_62 ( .sum(s[16]), .carry(c[16]), .a(p[4][2]), .b( s[15]), .cin( c[11]) );
FA fa_63 ( .sum(s[17]), .carry(c[17]), .a(p[3][3]), .b( s[16]), .cin( c[12]) );
FA fa_64 ( .sum(s[18]), .carry(c[18]), .a(p[2][4]), .b( s[17]), .cin( c[13]) );
HA ha_61 ( .sum(s[19]), .carry(c[19]), .a(p[1][5]), .b( s[18]));
HA ha_42 ( .sum(s[20]), .carry(c[20]), .a(p[0][6]), .b( s[19]));                                       
FA fa_71 ( .sum(s[21]), .carry(c[21]), .a(p[7][0]), .b( p[6][1]), .cin( c[15]) );
FA fa_72 ( .sum(s[22]), .carry(c[22]), .a(p[5][2]), .b( s[21]), .cin( c[16]) );
FA fa_73 ( .sum(s[23]), .carry(c[23]), .a(p[4][3]), .b( s[22]), .cin( c[17]) );
FA fa_74 ( .sum(s[24]), .carry(c[24]), .a(p[3][4]), .b( s[23]), .cin( c[18]) );
FA fa_75 ( .sum(s[25]), .carry(c[25]), .a(p[2][5]), .b( s[24]), .cin( c[19]) );
FA fa_76 ( .sum(s[26]), .carry(c[26]), .a(p[1][6]), .b( s[25]), .cin( c[20]) );
HA ha_71 ( .sum(s[27]), .carry(c[27]), .a(p[0][7]), .b( s[26]));                                       
FA fa_81 ( .sum(s[28]), .carry(c[28]), .a(p[7][1]), .b( p[6][2]), .cin( c[21]) );
FA fa_82 ( .sum(s[29]), .carry(c[29]), .a(p[5][3]), .b( s[28]), .cin( c[22]) );
FA fa_83 ( .sum(s[30]), .carry(c[30]), .a(p[4][4]), .b( s[29]), .cin( c[23]) );
FA fa_84 ( .sum(s[31]), .carry(c[31]), .a(p[3][5]), .b( s[30]), .cin( c[24]) );
FA fa_85 ( .sum(s[32]), .carry(c[32]), .a(p[2][6]), .b( s[31]), .cin( c[25]) );
FA fa_86 ( .sum(s[33]), .carry(c[33]), .a(p[1][7]), .b( s[32]), .cin( c[26]) );
HA ha_81 ( .sum(s[34]), .carry(c[34]), .a(s[33]), .b( c[27]));                                           
FA fa_91 ( .sum(s[35]), .carry(c[35]), .a(p[7][2]), .b( p[6][3]), .cin( c[28]) );
FA fa_92 ( .sum(s[36]), .carry(c[36]), .a(p[5][4]), .b( s[35]), .cin( c[29]) );
FA fa_93 ( .sum(s[37]), .carry(c[37]), .a(p[4][5]), .b( s[36]), .cin( c[30]) );
FA fa_94 ( .sum(s[38]), .carry(c[38]), .a(p[3][6]), .b( s[37]), .cin( c[31]) );
FA fa_95 ( .sum(s[39]), .carry(c[39]), .a(p[2][7]), .b( s[38]), .cin( c[32]) );
FA fa_96 ( .sum(s[40]), .carry(c[40]), .a(s[39]), .b( c[33]), .cin( c[34]) );                          
FA fa_101 ( .sum(s[41]), .carry(c[41]), .a(p[7][3]), .b( p[6][4]), .cin( c[35]) );
FA fa_102 ( .sum(s[42]), .carry(c[42]), .a(p[5][5]), .b( s[41]), .cin( c[36]) );
FA fa_103 ( .sum(s[43]), .carry(c[43]), .a(p[4][6]), .b( s[42]), .cin( c[37]) );
FA fa_104 ( .sum(s[44]), .carry(c[44]), .a(p[3][7]), .b( s[43]), .cin( c[38]) );
FA fa_105 ( .sum(s[45]), .carry(c[45]), .a(s[44]), .b( c[39]), .cin( c[40]) );                     
FA fa_111 ( .sum(s[46]), .carry(c[46]), .a(p[7][4]), .b( p[6][5]), .cin( c[41]) );
FA fa_112 ( .sum(s[47]), .carry(c[47]), .a(p[5][6]), .b( s[46]), .cin( c[42]) );
FA fa_113 ( .sum(s[48]), .carry(c[48]), .a(p[4][7]), .b( s[47]), .cin( c[43]) );
FA fa_114 ( .sum(s[49]), .carry(c[49]), .a(s[48]), .b( c[44]), .cin( c[45]) );                      
FA fa_121 ( .sum(s[50]), .carry(c[50]), .a(p[7][5]), .b( p[6][6]), .cin( c[46]) );
FA fa_122 ( .sum(s[51]), .carry(c[51]), .a(p[5][7]), .b(s[50]), .cin( c[47]) );
FA fa_123 ( .sum(s[52]), .carry(c[52]), .a(s[51]), .b(c[48]), .cin( c[49]) );                     
FA fa_131 ( .sum(s[53]), .carry(c[53]), .a(p[7][6]), .b( p[6][7]), .cin( c[50]) );
FA fa_132 ( .sum(s[54]), .carry(c[54]), .a(s[53]), .b(c[51]), .cin( c[52]) );                   
FA fa_141 ( .sum(s[55]), .carry(c[55]), .a(p[7][7]), .b(c[53]), .cin( c[54]) );               
assign product = {c[55],s[55],s[54],s[52],s[49],s[45],s[40],s[34],s[27],s[20],s[14],s[9],s[5],s[2],s[0],p[0][0]};   
endmodule
==> flow/run.sh <==
#!/bin/bash
# OpenROAD 26Q1-2900-gdf79404cd8, Yosys 0.63+post, stock flow scripts
make -C /OpenROAD-flow-scripts/flow DESIGN_CONFIG=/design/flow/config.mk WORK_HOME=/design/flow/orfs finish
==> flow/config.mk <==
export PLATFORM = sky130hd
export DESIGN_NAME = wallace_mul
export DESIGN_NICKNAME = wallace_mul
export VERILOG_FILES = /design/flow/design.v
export SDC_FILE = /design/flow/constraint.sdc
export NUM_CORES = 4
export LEC_CHECK = 1
export CORE_UTILIZATION = 30
==> flow/constraint.sdc <==
current_design wallace_mul

set clk_period 13.2
set clk_io_pct 0.2

create_clock -name clk0 -period $clk_period

set non_clock_inputs [all_inputs -no_clocks]
set_input_delay [expr $clk_period * $clk_io_pct] -clock clk0 $non_clock_inputs
set_output_delay [expr $clk_period * $clk_io_pct] -clock clk0 [all_outputs]
==> run notes <==
Notes on the physical design

The slowest stage of the critical path belongs to the cell fa_2. The clock buffer count in the final layout is 0. The floorplan die area is 0.00579 mm². Per the post-run analysis, buffers plus inverters along the critical path come to 10. The count of unresolved DRC violations after routing is 0. The final hold violation count recorded for this run is 0.

The netlist area before placement is 0.00165 mm². The number of port buffers is 32. The sort of element at the start of the critical path is a primary input. The worst setup path is of the in -> out kind. The tally of max-capacitance violations is 0. The total power consumption of the routed design is 0.298 mW.

The met3 usage in global routing is 0.122%. Across all checked pins, the minimum headroom to the slew limit is 81.7%. Each instance of the synthesized netlist takes up on average approximately 9.3 µm². The total power divided by cell area is 141 mW/mm². The relative area change from synthesis to final layout is 27.9%. The data arrival time at the worst-slack endpoint is 10540 ps. The maximum frequency from static timing analysis is 75.9 MHz.

After synthesis, the cell types taking the most area are fa_1 (57%), and2_1 (10%), inv_1 (9.8%). The cell taking the most area after synthesis is fa_1. Counting stages on the worst path, the most repeated cell is fa_2. The stat command in Yosys gives a chip area of 0.00165 mm².

The share of total power in sequential cells is 0%. The global route total overflow is 0. The critical path crosses 31 cells after its start point. The maximum fanout along the worst path is 2.

The final hold slack is about 5900 ps. The total count of max-transition violations in the final report is 0. The HPWL reported at the end of detailed placement is 2.21 mm.

The overall die width is 76.1 µm. The core region is 0.00520 mm². In this run the count of I/O pins placed on the die edge is 32. The floorplan has 26 rows.

The vertical die dimension reported for this design is 76.1 µm. The placed instance count is roughly 280. Counting every instance in the synthesized netlist gives 178. The count of antenna diodes in the layout is 0.

The total number of vias is 1088. Warnings reported by Yosys during synthesis add up to 1. Detailed-route iteration 0 reported a violation count of 28. IR analysis of the VDD net gives a maximum drop of slightly below 70 µV. The number of antenna violations at the first check in global routing came to 0. The final wirelength is 2.36 mm. At the end of routability-driven placement, the weighted congestion stood at about 0.76.

The fraction of final layout cells with drive strength greater than 1 is 27.1%. The class of the tightest hold or removal check is in -> out. The commonest cells after synthesis are fa_1 (47), inv_1 (43), nand2_1 (33). The worst-margin pin slew is 273 ps. Following the worst setup path forward leads to its endpoint at product[14]. The first global-routing pass estimated 4.88 mm of wire. The number of vias per cell is 3.93. The largest incremental delay on the critical path is 530 ps. The global routing report lists met1 layer usage as between 10% and 20%. Per STA, the worst path accumulates the most delay in the family adder cells.

The final period utilization is 99.9%. The number of OpenROAD warnings is 34. For met2 alone, demand over resource in global routing was 17.1%. Of the synthesized area, sequential elements account for 0%.

The count of nets left with antenna violations once routing finished came out at 0. Across the whole layout, storage elements account for 0 µm². Setup repair after global routing could not meet its margin everywhere.

The final layout contains a sequential cell count of 0. The internal power of the cells is 0.185 mW. The cell count in the Yosys report is 178.

The synthesized netlist contains 9 unique library cells. Entering global routing, the biggest net connects 9 pins. The leakage power total is roughly 0.97 nW.

The total global-route track usage is 10.4%. The via count of the first global-routing pass is 1127. The share of total power consumed by net switching is a little under two fifths. The worst setup path is captured at an output port. The smallest clock period supported by the final layout is computed as 13180 ps.

The analysis attributes to net switching a power of 0.113 mW. In this run, the clock network consumes 0% of the power. The critical path required time is 10560 ps.

The number of buffers inserted for hold repair after clock tree synthesis is 0. In this run the most used layer during global routing was met1. Per report_power, the combinational group accounts for 100.0% of the total. The share of the synthesized area in the top cell type is ~57%. The flow ran to the end, and the final reports show no timing, DRC or antenna violations. Setup violations remaining at the end of the flow were counted as 0. Leaving out filler cells and counting taps, the final layout contains 277. The routed length per placed instance is 8.53 µm. At the floorplan stage, the core utilization is reported as 31.7%. Before antenna repair, the detailed router went through 4 iterations. In the final timing run, aggregate negative setup slack is 0 ps.

The cell with the most instances after synthesis is fa_1. The startpoint of the most critical setup path is x[0].
==> kinds of logic (layout without fill, tap and decap cells) <==
family | count (synthesis) | in the layout | share of synthesized area [%]
buf+inv | 59 | 88 | 17.1
fa+ha+maj | 55 | 55 | 63.2
xor+xnor | 1 | 1 | 0.532
simple gates | 63 | 63 | 19.2
==> layout make-up <==
cell class                 instances  area [µm²]
fill                             531        3100
inverter                          43         161
multi-input combinational        119        1440
tap                               70        87.6
timing repair buffer              45         415
==> how the worst min path moves through the flow <==
stage                 startpoint         end  slack [ps]  cells after the start
after CTS                   y[0]  product[0]        5910                      3
after global routing        y[0]  product[0]        5930                      3
final                       y[0]  product[0]        5900                      3
==> cell usage in the layout (no fill, tap or decap) <==
master | Yosys | layout
inv_1 | 43 | 36
nand2_1 | 33 | 32
fa_1 | 47 | 26
and2_1 | 27 | 24
clkdlybuf4s50_1 | 0 | 23
fa_2 | 0 | 21
buf_4 | 16 | 13
inv_2 | 0 | 7
ha_1 | 8 | 6
and2_4 | 1 | 4
buf_2 | 0 | 3
and2_2 | 2 | 2
buf_8 | 0 | 2
xnor2_1 | 1 | 1
nand2_2 | 0 | 1
ha_4 | 0 | 1
ha_2 | 0 | 1
clkdlybuf4s15_1 | 0 | 1
dlymetal6s2s_1 | 0 | 1
buf_6 | 0 | 1
dlygate4sd2_1 | 0 | 1
==> routing by layer <==
metal | vias to the layer above | share of wire [%]
li1 | 542 | -
met1 | 523 | 47
met2 | 23 | 50
met3 | 0 | 2.8
met4 | 0 | 0
met5 | - | 0
==> stage by stage <==
step	utilization, %	area, µm²	setup WS (ps)
global placement	38.8	2020	-1070
global route	40.5	2110	-201
detailed placement	38.8	2020	-1080
finish	40.5	2110	19.3
CTS	40.4	2100	-216
floorplan	-	1650	10.4
==> timing repair <==
item	4_1_cts	5_1_grt
setup endpoints to repair	5	4
pin swaps	28	20
cloned	0	0
hold endpoints to repair	0	0
buffers inserted	2	0
resized	63	4
==> power groups by stage <==
stage | Sequential [mW] | Clock [mW] | Combinational (mW)
5_1_grt | 0 | 0 | 0.354
4_1_cts | 0 | 0 | 0.309
6_report | 0 | 0 | 0.298
Power and IR drop assume default switching activity.
