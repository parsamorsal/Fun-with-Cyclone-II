==> flow/design.v <==
module array_mul(r, a, b);
	output[15:0] r;
	input [7:0] a, b;
	wire[15:0] shifted[7:0], sums[7:0];
	assign sums[0] = shifted[0];
	assign r = sums[7];
	genvar i;
	generate
		for(i = 0; i < 8; i = i + 1) begin: shifts
			assign shifted[i] = a<<i & {16{b[i]}};
		end
		for(i = 1; i < 8; i = i + 1) begin: adders
			assign sums[i] = sums[i - 1] + shifted[i];
		end
	endgenerate
endmodule
==> flow/run.sh <==
#!/bin/bash
# OpenROAD 26Q1-2900-gdf79404cd8, Yosys 0.63+post, stock flow scripts
make -C /OpenROAD-flow-scripts/flow DESIGN_CONFIG=/design/flow/config.mk WORK_HOME=/design/flow/orfs finish
==> flow/config.mk <==
export PLATFORM = sky130hd
export DESIGN_NAME = array_mul
export DESIGN_NICKNAME = array_mul
export VERILOG_FILES = /design/flow/design.v
export SDC_FILE = /design/flow/constraint.sdc
export NUM_CORES = 4
export LEC_CHECK = 1
export CORE_UTILIZATION = 50
==> flow/constraint.sdc <==
current_design array_mul

set clk_period 7.4
set clk_io_pct 0.2

create_clock -name clk0 -period $clk_period

set non_clock_inputs [all_inputs -no_clocks]
set_input_delay [expr $clk_period * $clk_io_pct] -clock clk0 $non_clock_inputs
set_output_delay [expr $clk_period * $clk_io_pct] -clock clk0 [all_outputs]
==> impl_metrics.json <==
{
  "ys_chip_area_um2": 1941,
  "die_w_um": 64.30,
  "area_growth_pct": 31.59,
  "final_max_slew_viol_count": 0,
  "dp_hpwl_um": 3338,
  "power.share.combinational_pct": 100.0,
  "wl_per_cell_um": 12.21,
  "port_buffers": 32,
  "drt-total-wl_um": 3847,
  "io_pins": 32,
  "initCoreUtil_pct": 52.61,
  "arrival_ps": 5750,
  "tool_warnings": 33,
  "final_hold_viol_count": 0,
  "vdd_drop_max_uv": 234.3,
  "cp_slowest_cell": "fa_1",
  "nClkBuffers": 0,
  "cp-start-kind": "primary input",
  "seq_power_share_pct": 0,
  "antenna_left": 0,
  "hp-class": "in -> out",
  "fin_util_pct": 69.23,
  "wl_met2_um": 1956,
  "critPathRequiredTime_ps": 5920,
  "logic_area_um2": 1874,
  "drt_pass1_iterations": 4,
  "ys_types": 26,
  "synth.avg_cell_area_um2": 9.285,
  "status": "completed",
  "grt_pass1_wl_um": 6913,
  "powerDensity_nw_per_um2": 236.2,
  "antenna_found_initial": 0,
  "die-area_um2": 4134,
  "path_cells": "dlygate4sd2_1 > buf_4 > and2_1 > fa_1 > fa_1 > fa_1 > fa_1 > ha_1 > a21o_1 > nand4_1 > nand2_2 > o41ai_4 > xnor2_1 > clkdlybuf4s50_1",
  "maxCapViolations": 0,
  "swShare_pct": 40.22,
  "p_int_uw": 360.5,
  "fmax_ghz": 0.1383,
  "p_switching_uw": 242.6,
  "track_usage_pct": 21.72,
  "drtIter0Drc": 33,
  "top_layer_used": "met3",
  "row_count": 22,
  "m1WireLength_um": 1836,
  "fin_crit_sh_pct": 97.72,
  "endpoint_kind": "primary output",
  "syn_inst": 209,
  "worst-path-max-fanout": 7,
  "slew_headroom_pct": 75.23,
  "grt_pass1_vias": 1586,
  "gp_congestion": 0.8669,
  "critPathBufInv": 3,
  "power_leakage_nw": 1.383,
  "core_um2": 3689,
  "seq_area_um2": 0,
  "grt_overflow": 0,
  "cp_top_family": "adder cells",
  "die_y_um": 64.30,
  "worst_pin_slew_ps": 367.6,
  "ys_cells": 209,
  "layout_top_cells": "and2_1 (43), fa_1 (37), inv_1 (35)",
  "cts_hold_buf": 0,
  "fill_cells": 292,
  "setup_viol": 0,
  "via_per_inst": 5.003,
  "total_power_uw": 603.1,
  "cp_slowest_stage_delay_ps": 560,
  "via_count": 1576,
  "grt_start_max_net_pins": 9,
  "diodes": 0,
  "seq_cells": 0,
  "route.detailed.drc": 0,
  "layout-drive-gt1-share_pct": 18.35,
  "power_frac_clock_pct": 0,
  "wl_met3_um": 54,
  "ys_seq_share_pct": 0,
  "path_class": "in -> out",
  "layout_top_cell": "and2_1",
  "cpMostUsedCell": "fa_1",
  "fin_crit_ps": 7232,
  "yosysWarnings": 1,
  "syn_area_um2": 1941
}
power groups by stage:
stage | clock [mW] | sequential, mW | combinational (mW)
final | 0 | 0 | 0.603
after CTS | 0 | 0 | 0.587
after global routing | 0 | 0 | 0.683
logic make-up (layout without fill, tap and decap cells):
group / after synthesis / in the layout / share of synthesized area [%]
XOR/XNOR: 10 / 10 / 4.513
AND/OR/NAND/NOR: 79 / 79 / 22.82
AND-OR/OR-AND: 16 / 16 / 6.705
buffers and inverters: 35 / 93 / 6.770
adder cells (fa/ha/maj): 69 / 69 / 59.19
repair_timing:
action	CTS	global route
gates resized	17	23
endpoints found under the hold margin	0	0
pin swaps	9	9
setup buffers	1	0
setup endpoints to repair	6	5
stage by stage:
| step | setup TNS, ps | std cells | area (um^2) | hold slack [ps] | setup slack, ps |
|---|---|---|---|---|---|
| after global placement | -841.3 | 314 | 2509 | 4088 | -241.3 |
| after detailed placement | -1078 | 314 | 2509 | 4093 | -289.8 |
| after CTS | 0 | 315 | 2530 | 4071 | 6.622 |
| after global routing | -1.753 | 315 | 2554 | 3851 | -1.753 |
| after floorplan | 0 | 209 | 1941 | 3032 | 859.5 |
| final | 0 | 315 | 2554 | 3801 | 168.4 |
routing by layer:
layer / GRT usage, % / vias to the layer above
met5: 0 / -
met4: 0 / 0
met3: 0.1812 / 0
met2: 36.71 / 16
met1: 34.89 / 787
li1: - / 773
synth_stat cells:
master     n  area share (%)
and2_1    47              15
fa_1      38              39
inv_1     35             6.8
ha_1      31              20
nand2_1   20             3.9
xnor2_1    6             2.7
a21oi_1    5             1.3
xor2_1     4             1.8
o21ai_0    3            0.77
a21o_1     2            0.77
and3_1     2            0.64
o41ai_2    2             1.7
a211oi_2   1            0.64
a31oi_2    1            0.64
and3_2     1            0.39
nand2_2    1            0.32
nand2b_1   1            0.32
nand2b_2   1            0.45
nand3_1    1            0.26
nand4_1    1            0.32
nor2_1     1            0.19
nor3_1     1            0.26
o21ai_2    1            0.45
o31a_1     1            0.45
or2_2      1            0.32
or3_1      1            0.32
path summary, 6_finish.rpt:
kind | cells after the start | endpoint | start
max | 14 | r[13] | a[6]
min | 4 | r[0] | a[0]
area by class of cell:
type,count,share of cell area (%)
timing repair buffer,58,19.11
tap,48,2.352
multi-input combinational,174,73.40
inverter,35,5.145
Power is estimated from default activity; no workload was simulated.
