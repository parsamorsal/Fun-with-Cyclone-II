===== /design/flow/run.sh =====
#!/bin/bash
# OpenROAD 26Q1-2900-gdf79404cd8, Yosys 0.63+post, stock flow scripts
make -C /OpenROAD-flow-scripts/flow DESIGN_CONFIG=/design/flow/config.mk WORK_HOME=/design/flow/orfs finish

===== /design/flow/config.mk =====
export PLATFORM = sky130hd
export DESIGN_NAME = imp_array_mul
export DESIGN_NICKNAME = imp_array_mul
export VERILOG_FILES = /design/flow/design.v
export SDC_FILE = /design/flow/constraint.sdc
export NUM_CORES = 4
export LEC_CHECK = 1
export CORE_UTILIZATION = 50

===== /design/flow/constraint.sdc =====
current_design imp_array_mul

set clk_period 8.9
set clk_io_pct 0.2

create_clock -name clk0 -period $clk_period

set non_clock_inputs [all_inputs -no_clocks]
set_input_delay [expr $clk_period * $clk_io_pct] -clock clk0 $non_clock_inputs
set_output_delay [expr $clk_period * $clk_io_pct] -clock clk0 [all_outputs]

===== /design/flow/design.v =====
module imp_array_mul(r, a, b);
	output[15:0] r;
	input [7:0] a, b;
	wire[15:0] shifted[7:0], sums[5:0];
	assign sums[0] = shifted[0] + shifted[1];
	assign sums[1] = shifted[2] + shifted[3];
	assign sums[2] = shifted[4] + shifted[5];
	assign sums[3] = shifted[6] + shifted[7];
	assign sums[4] = sums[0] + sums[1];
	assign sums[5] = sums[2] + sums[3];
	assign r = sums[4] + sums[5];
	genvar i;
	generate
		for(i = 0; i < 8; i = i + 1) begin: shifts
			assign shifted[i] = a<<i & {16{b[i]}};
		end
	endgenerate
endmodule

==> impl_metrics.csv <==
group,metric,value,unit
run_status,status,"finished, final reports clean",
die,die_x,64.3,um
placed_design,dpl.cell_count,289,
worst_setup_path,worstSetupEndpointType,"output pin",
layout,final_cell_mix,"47 x and2_1, 38 x fa_1, 35 x inv_1, 32 x clkdlybuf4s50_1, 31 x ha_1",
drt,finalWirelength,3.59,mm
placed_design,placed_area,2320,sq um
sta,whs,4.70,ns
layout,finalInstanceArea,2320,sq um
layout,layout.cells.non_filler,289,
logic_synthesis,yosysWarnings,1,
global_routing,grt_pass1_vias,1455,
layout,seq_cells,0,
die,die_h,64.3,um
worst_setup_path,critical_path_class,"in2out",
sta,report.final.setup_viol,0,
global_routing,gr-total-overflow,0,
logic_synthesis,ys_seq_share,0,%
power,p_total,0.417,mW
logic_synthesis,postSynthAreaPerCell,9.29,sq um
sta,final.period_utilization,94.3,%
global_routing,grt_max_degree,9,
sta,rsz0062_at_grt,"no",
power,power.density,179,nW/um^2
sta,tightestPinTransition,0.347,ns
drt,via_count,1492,
logic_synthesis,ys_chip_area,1940,sq um
cts,cts_resized,0,
global_routing,antenna_found_initial,0,
drt,drc,0,
sta,tns,0,ns
worst_setup_path,cp.arrival,6.61,ns
layout,fin_util,62.9,%
cts,postCtsSetupRepairBufs,0,
layout,register_area,0,sq um
placed_design,detailedPlacementHpwl,3.11,mm
placed_design,place.port_buffers,32,
die,chipArea,4130,sq um
cts,ctsHoldBuffers,0,
sta,finalHoldViolCount,0,
drt,drt_iter0_drc,15,
sta,relSlewSlack,76.8,%
layout,layout_top_cell,"and2_1",
logic_synthesis,synth_cells,209,
placed_design,globalplace.congestion,0.883,
sta,finalMaxSlewViolations,0,
worst_setup_path,crit_chain,"clkdlybuf4s50_1 -> and2_1 -> fa_1 -> inv_1 -> fa_1 -> inv_1 -> fa_1 -> inv_1 -> fa_1 -> inv_1 -> ha_1 -> and3_1 -> a211oi_2 -> nand2b_2 -> a31oi_2 -> xnor2_1 -> clkdlybuf4s50_1",
drt,antenna_left,0,
global_routing,grt.total_usage,20.7,%
drt,vias_per_cell,5.16,
flow_run,warning_count,33,
placed_design,place_ws,0.492,ns
layout,area_growth,19.6,%
drt,wl_per_cell,12.4,um
worst_setup_path,cp_slowest_cell,"fa_1",
min_path,hold_class,"in2out",
logic_synthesis,syn_area,1940,sq um
sta,period_needed,8.39,ns
logic_synthesis,synth.distinct_cells,26,
power,p_leak,1.19,nW
worst_setup_path,critPathLaunchType,"input port",
global_routing,grt_pass1_wl,6.44,mm
layout,clock_buffers,0,
die,row_count,22,
die,fp-utilization,52.6,%
worst_setup_path,cp.required,7.12,ns
worst_setup_path,path_max_fanout,8,
flow_run,drv_cap,0,
die,io_pins,32,
power,ir_drop,0.155,mV
layout,final_layout_size_suffix_gt1_share,3.73,%
drt,dr.pass1.iters,4,
logic_synthesis,ys_cells,209,
sta,fmax,119,MHz
die,core,3690,sq um
sta,fin_ws,0.511,ns
worst_setup_path,critPathMaxStageDelay,0.54,ns
drt,antenna-diode-count,0,
## Yosys cell counts, types with 2 or more instances
| cell type | instances | share of area [%] |
|---|---|---|
| and2_1 | 47 | 15 |
| fa_1 | 38 | 39 |
| inv_1 | 35 | 6.8 |
| ha_1 | 31 | 20 |
| nand2_1 | 20 | 3.9 |
| xnor2_1 | 6 | 2.7 |
| a21oi_1 | 5 | 1.3 |
| xor2_1 | 4 | 1.8 |
| o21ai_0 | 3 | 0.77 |
| a21o_1 | 2 | 0.77 |
| and3_1 | 2 | 0.64 |
| o41ai_2 | 2 | 1.7 |
## report_power, final
| group | internal [mW] | switching (mW) |
|---|---|---|
| combinational | 0.242 | 0.175 |
| clock | 0 | 0 |
| sequential | 0 | 0 |
| total | 0.242 | 0.175 |
## final cells by class
cell class / count / area (sq um)
multi-input cells: 174 / 1810
well taps: 48 / 60.1
inverters: 35 / 131
fillers: 313 / 1370
repair buffers: 32 / 320
## logic make-up (layout without fill, tap and decap cells)
logic type	after synthesis	after routing	synth area share, %
buffers and inverters	35	67	6.77
AND/OR/NAND/NOR	79	79	22.8
AND-OR/OR-AND	16	16	6.70
XOR/XNOR	10	10	4.51
adder cells (fa/ha/maj)	69	69	59.2
## layer usage
layer  wire length [um]  vias to the layer above  global-route usage [%]  share of wire [%]
met5                  0                        -                       0                  0
met4                  0                        0                       0                  0
met3                 75                        0                    1.45                2.1
met2               1840                       19                    34.5                 51
met1               1670                      750                    33.1                 46
li1                   -                      723                       -                  -
## critical path: cells and delay by family
family	cells	cell delay (ns)
adder cells (fa/ha/maj)	5	2.46
buffers and inverters	6	1.19
AND/OR/NAND/NOR	3	0.55
AND-OR/OR-AND	2	0.48
XOR/XNOR	1	0.13
## worst paths after layout
| check | depth (start not counted) | slack, ns | end | startpoint |
|---|---|---|---|---|
| setup / recovery | 17 | 0.51 | r[14] | a[7] |
| hold / removal | 3 | 4.70 | r[0] | b[0] |
No activity file was given, so power comes from the tool's default toggle rates.
